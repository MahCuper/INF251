==> flow/run.sh <==
#!/bin/bash
# OpenROAD 26Q1-2900-gdf79404cd8, Yosys 0.63+post, stock flow scripts
make -C /OpenROAD-flow-scripts/flow DESIGN_CONFIG=/design/flow/config.mk WORK_HOME=/design/flow/orfs finish
==> flow/config.mk <==
export PLATFORM = sky130hd
export DESIGN_NAME = top
export DESIGN_NICKNAME = top
export VERILOG_FILES = /design/flow/design.v
export SDC_FILE = /design/flow/constraint.sdc
export NUM_CORES = 4
export LEC_CHECK = 1
export CORE_UTILIZATION = 30
==> flow/constraint.sdc <==
current_design top

set clk_period 2.6
set clk_io_pct 0.2

create_clock -name clk0 -period $clk_period [get_ports {clk}]

set non_clock_inputs [all_inputs -no_clocks]
set_input_delay [expr $clk_period * $clk_io_pct] -clock clk0 $non_clock_inputs
set_output_delay [expr $clk_period * $clk_io_pct] -clock clk0 [all_outputs]
==> flow/design.v <==
module statem(input clk,reset,modo, output nrc);
reg[1:0] state;
parameter r0=2'd0, r1 = 2'd1, c0 = 2'd2, c1 = 2'd3;
assign nrc = (state == r0 || state == r1);
always @(posedge clk or negedge reset)
     begin
          if (reset==0)
               state = r0;
          else
               case (state)
                    r0:
                      if ( modo == 1'b1 ) state = r1;
                    r1:
                      if ( modo == 1'b0 ) state = c0;
                    c0:
                      if ( modo == 1'b1 ) state = c1;
                    c1:
                      if ( modo == 1'b0 ) state = r0;
               endcase
     end
endmodule
module count99(input clk, input rst, output [6:0] Count, output loop);  reg [6:0] Count;
  always @ (posedge clk or negedge rst)
begin
  if (~rst) 
    Count <= 0;    
  else if ( Count == 99 ) 
    Count <= 0; 
  else
    Count <= Count + 1;   
end
  assign loop = (Count == 99);
endmodule
module count59(input clk, input rst, output [6:0] Count, output loop);  reg [6:0] Count;
  always @ (posedge clk or negedge rst)
begin
  if (~rst) 
    Count <= 0;    
  else if ( Count == 59 ) 
    Count <= 0; 
  else
    Count <= Count + 1;   
end
assign loop = (Count == 59);
endmodule
module count23(input clk, input rst, output [6:0] Count);  reg [6:0] Count;
always @ (posedge clk or negedge rst)
begin
  if (~rst) 
    Count <= 0;    
  else if ( Count == 23 ) 
    Count <= 0; 
  else
    Count <= Count + 1;   
end
endmodule
module relogio(input clk, rst,modo, mais,menos, output [6:0] h,m,s);
wire outs,outs1,routs,routs1;
wire enable,nr;
  wire [6:0] cc,sc,mc,sr,mr,hr;
assign enable = mais & clk;
assign nr = menos & rst;
count99 cen(enable,nr,cc,outs);
count59 seg(~outs,nr,sc,outs1);
count59 min(~outs1,nr,mc);
count59 rseg(clk,rst,sr,routs);
count59 rmin(~routs,rst,mr,routs1);
count23 rhor(~routs1,rst,hr);
  assign h = (nrc)?hr:mc;
  assign m = (nrc)?mr:sc;
  assign s = (nrc)?sr:cc;
  wire nrc;
  statem maq(clk,rst,modo,nrc);
endmodule
module top(input clk, rst,modo, mais,menos, output [6:0] h,m,s);
  relogio r(clk,rst,modo,mais,menos,h,m,s);
endmodule
==> results.json <==
{
  "clk_latency_ps": 580,
  "reg2reg_setup_slack_ps": 1080,
  "irDropWorstVdd_mv": 0.440,
  "r2r_start": "r.rseg.Count[0]$_DFF_PN0_",
  "viasPerCell": 4.58,
  "async_flop_share_pct": 100,
  "tool_warnings": 26,
  "end_kind": "output port",
  "synth.cell_area_um2": 2260,
  "fin_worst_skew_ps": 2.38,
  "dp.cells": 327,
  "unclocked_pins": 28,
  "row_count": 31,
  "switching_share_pct": 21.2,
  "relSlewSlack_pct": 62.3,
  "drv_slew": 0,
  "drive_gt1_share_pct": 17.3,
  "ys_warn_count": 4,
  "drc": 0,
  "r2r_cells": 4,
  "untimed_endpoints": 28,
  "first_iter_violations": 57,
  "critical_path_required_ps": 2080,
  "comb_power_share_pct": 12.1,
  "syn2layout_area_growth_pct": 25.2,
  "period_used_pct": 97.9,
  "rsz0062_at_grt": "yes",
  "cts_tree": "built",
  "cpMaxStageDelayCell": "clkdlybuf4s50_1",
  "reg2reg_to": "r.rseg.Count[5]$_DFF_PN0_",
  "gp_congestion": 0.850,
  "cellPowerDensity_nw_per_um2": 276,
  "ys_seq_share_pct": 51.0,
  "p_clk_share_pct": 57.3,
  "ys_ff": 46,
  "syn_avg_cell_area_um2": 11.0,
  "dieHeight_um": 88.8,
  "maxCapViolCount": 0,
  "p_leak_uw": 0.00125,
  "hold_class": "in -> async",
  "cp-start-kind": "flop",
  "synth_cells": 205,
  "post_cts_buffers": 0,
  "io_buffers": 25,
  "core_um2": 7250,
  "ys_cells": 205,
  "fp_util_pct": 31.2,
  "fin_setup_tns_ps": 0,
  "grt_pass1_vias": 1536,
  "die_w_um": 88.8,
  "yosys_area_um2": 2260,
  "finalSetupViolations": 0,
  "path_clk_slew_ps": 50,
  "routed_wl_um": 4330,
  "wire_per_inst_um": 12.7,
  "final_hold_viol_count": 0,
  "worstPathCellList": "nor2_2 > buf_12 > mux2_2 > clkdlybuf4s50_1",
  "flop_cell": "dfrtp_1",
  "dieArea_um2": 7880,
  "synth.distinct_cells": 36,
  "synth-edff-count": 0,
  "worst_pin_slew_ps": 561,
  "worstPathMaxFanout": 22,
  "grt_max_degree": 26,
  "holdWs_ps": 355,
  "hpwl_um": 3120,
  "slowest_delay_ps": 410,
  "switching_power_uw": 166,
  "worst_ep_arrival_time_ps": 2030,
  "finish.utilization_pct": 39.0,
  "p_total_uw": 781,
  "final.min_clock_period_ps": 2550,
  "clock.fmax_ghz": 0.393,
  "grt_antenna_before_repair": 0,
  "io_pins": 26,
  "p_seq_share_pct": 30.6,
  "vias": 1568,
  "track_usage_pct": 12.1,
  "post_layout_nonfiller_instances": 342,
  "grt_first_pass_wirelength_um": 7180,
  "critPathKind": "reg -> out",
  "diodes": 0,
  "status": "complete, no violations",
  "drt_pass1_iterations": 4,
  "ant_nets": 0,
  "gr-total-overflow": 0,
  "p_int_uw": 615
}
state kept, by name (all words and copies together) (netlist names):
register / count
r.rmin.Count: 7
r.cen.Count: 7
r.min.Count: 7
r.rhor.Count: 7
r.rseg.Count: 7
r.seg.Count: 7
r.maq.state: 4
cell families after synthesis:
| group | after synthesis | synth area share [%] |
|---|---|---|
| simple gates | 83 | 19.8 |
| flops | 46 | 51.0 |
| xor+xnor | 23 | 8.92 |
| mux | 23 | 11.4 |
| compound gates | 13 | 3.65 |
| buf+inv | 11 | 1.94 |
| fa+ha+maj | 6 | 3.32 |
through the flow:
| step | area (um^2) | setup slack, ps |
|---|---|---|
| 4_1_cts | 2820 | 17.6 |
| 3_5_place_dp | 2640 | 538 |
| 2_1_floorplan | 2260 | 980 |
| 6_report | 2830 | 53.7 |
| 5_1_grt | 2830 | -34.9 |
| 3_3_place_gp | 2640 | 536 |
cells in the final DEF, fill, tap and decap left out, types with 2 or more instances in the layout:
master / count
nand2_1: 10
o21bai_1: 2
nand2b_1: 4
and2_1: 3
nor2b_1: 3
buf_4: 2
dlygate4sd3_1: 2
a21oi_1: 2
clkbuf_1: 2
nor3_1: 2
clkdlybuf4s50_1: 25
dfrtp_1: 45
xor2_1: 14
clkbuf_8: 11
nor2_1: 29
ha_1: 6
xnor2_1: 9
o21ai_0: 5
mux2i_1: 2
mux2_2: 21
nand3_1: 14
nand4_1: 6
inv_1: 6
synthesized netlist by cell type, types with 2 or more instances:
cell type | count | share of area (%)
a21oi_1 | 2 | 0.44
and2_1 | 3 | 0.83
buf_2 | 2 | 0.44
clkbuf_1 | 3 | 0.50
dfrtp_1 | 45 | 50
ha_1 | 6 | 3.3
inv_1 | 6 | 1.0
mux2_2 | 21 | 10
mux2i_1 | 2 | 0.89
nand2_1 | 10 | 1.7
nand2b_1 | 4 | 1.1
nand3_1 | 14 | 3.1
nand4_1 | 6 | 1.7
nor2_1 | 30 | 5.0
nor2b_1 | 3 | 0.83
nor3_1 | 2 | 0.44
o21ai_0 | 5 | 1.1
o21bai_1 | 2 | 0.66
xnor2_1 | 9 | 3.5
xor2_1 | 14 | 5.4
layout make-up:
type / instances / area, um^2
sequential: 46 / 1150
tap: 99 / 124
timing repair buffer: 30 / 305
clock buffer: 13 / 159
multi-input combinational: 148 / 1070
inverter: 6 / 22.5
fill: 702 / 4420
layer usage:
metal  part of all wire, %  up-vias  routed length [um]  global-route usage (%)
met3                   4.6        4                 200                    2.74
met5                     0        -                   0                       0
li1                      -      775                   -                       -
met2                    45       36                1960                    18.6
met1                    49      753                2130                    18.3
met4                  0.97        0                  42                    1.91
worst max path at each step:
stage                             from   end  slack [ps]  cells past startpoint
CTS           r.maq.state[2]$_DFF_PN0_  m[1]          20                      4
global route  r.maq.state[2]$_DFF_PN0_  m[0]         -30                      4
finish        r.maq.state[2]$_DFF_PN0_  m[0]          50                      4
power by group through the flow:
stage,Sequential [uW],Combinational [uW],Clock [uW]
after CTS,239,90.8,460
after global routing,239,105,477
final,239,94.6,448
worst max-delay path: cells and delay by family, from the launching register on:
kind	cells	cell delay [ps]
AND/OR/NAND/NOR	1	130
buffers and inverters	2	600
multiplexers	1	370
flip-flops	1	380
timing repair:
| item | CTS | global route |
|---|---|---|
| endpoints found under the hold margin | 1 | 0 |
| resized | 1 | 2 |
| setup endpoints to repair | 21 | 21 |
| hold buffers | 2 | 0 |
No activity file was given, so power comes from the tool's default toggle rates.
